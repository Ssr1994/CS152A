### flow/design.v
`timescale 1ns / 1ps
module twos_complement(
	input [11:0] D,
	output reg S,
	output reg [11:0] D_t
);
	always @ (*) begin
		S = D[11];
		D_t = S ? ((| D[10:0]) ? (~D + 1) : ~D) : D;
	end
endmodule
module basic_FP_conversion(
	input [11:0] D,
	output reg [2:0] E,  
	output reg [3:0] F,  
	output reg fifth_bit
);
	reg [3:0] i;
	always @ (*) begin
		if (D[10]) i = 4'b0001;
		else if (D[9]) i = 4'b0010;
		else if (D[8]) i = 4'b0011;
		else if (D[7]) i = 4'b0100;
		else if (D[6]) i = 4'b0101;
		else if (D[5]) i = 4'b0110;
		else if (D[4]) i = 4'b0111;
		else i = 4'b1000;
		E = 4'b1000 - i;
		F = D >> (4'b1000 - i);
		fifth_bit = D >> (4'b0111 - i);
	end
endmodule
module FP_rounding(
	input [2:0] E,
	input [3:0] F,
	input fifth_bit,
	output reg [2:0] E_f,
	output reg [3:0] F_f
);
	reg E_full;
	reg F_full;
	always @ (*) begin
		E_full = (E == 3'b111);
		F_full = (F == 4'b1111);
		E_f = (fifth_bit && F_full && ~E_full) ? E + 1'b1 : E;
		F_f = fifth_bit ? (F_full ? (E_full ? F : 4'b1000) : (F + 1'b1)) : F;
	end
endmodule
module floating_point(
	input [11:0] D,
	output S,
	output [2:0] E,
	output [3:0] F
);
	wire [11:0] D_t;
	wire fifth_bit;
	wire [2:0] E_t;
	wire [3:0] F_t;
	twos_complement tc (D, S, D_t);
	basic_FP_conversion bfc (D_t, E_t, F_t, fifth_bit);
	FP_rounding fr (E_t, F_t, fifth_bit, E, F);
endmodule
### flow/run.sh
#!/bin/bash
# OpenROAD 26Q1-2900-gdf79404cd8, Yosys 0.63+post, stock flow scripts
make -C /OpenROAD-flow-scripts/flow DESIGN_CONFIG=/design/flow/config.mk WORK_HOME=/design/flow/orfs finish
### flow/config.mk
export PLATFORM = sky130hd
export DESIGN_NAME = floating_point
export DESIGN_NICKNAME = floating_point
export VERILOG_FILES = /design/flow/design.v
export SDC_FILE = /design/flow/constraint.sdc
export NUM_CORES = 4
export LEC_CHECK = 1
export CORE_AREA = 10 10 74 74
export DIE_AREA = 0 0 84 84
### flow/constraint.sdc
current_design floating_point

set clk_period 13.9
set clk_io_pct 0.2

create_clock -name clk0 -period $clk_period

set non_clock_inputs [all_inputs -no_clocks]
set_input_delay [expr $clk_period * $clk_io_pct] -clock clk0 $non_clock_inputs
set_output_delay [expr $clk_period * $clk_io_pct] -clock clk0 [all_outputs]
==> flow_summary_export.csv <==
group,metric,value,unit
run_status,status,"complete, no violations",
power,p_total,0.0000846,W
setup_path,cp.depth,18,
final_timing,fmax,93.5,MHz
flow_run,warning_count,33,
cells_and_area,fillers,433,
cells_and_area,postLayoutCoreUtil,0.350,
setup_path,crit_arrival,7.92,ns
final_timing,setup_viol,0,
final_timing,finalSetupTns,0,ns
setup_path,max_stage_delay,0.54,ns
setup_path,cp-start-kind,"primary input",
logic_synthesis,synthTopCellsByArea,"ha_1, mux2i_1, mux4_2",
logic_synthesis,ys_seq_share,0,
die,core_region_area,3970,sq um
drt,via_per_inst,5.76,
logic_synthesis,common_cells,"nand2_1, inv_1, nor2_1, o21ai_0, a21oi_1",
cts,post-cts-setup-buffers,0,
die,row_count,23,
die,fp-utilization,0.298,
die,die_area,7060,sq um
cells_and_area,nClkBuffers,0,
logic_synthesis,ys_chip_area,1180,sq um
final_timing,worst_hold_slack,6.96,ns
setup_path,critPathMaxFanout,7,
logic_synthesis,yosysWarningCount,3,
global_routing,overflow,0,
cells_and_area,seq_cells,0,
global_routing,track_usage,0.0851,
drt,drtPass1Iterations,4,
global_routing,grt_max_degree,27,
drt,remaining_drc_errors,0,
power,power_switching,0.0000410,W
cts,cts_resized,0,
global_routing,grt_pass1_vias,1208,
setup_path,cpMaxStageDelayCell,"or4b_4",
logic_synthesis,netlist-cell-type-count,68,
final_timing,period_used_share,0.770,
power,powerDensity,60.9,nW/um^2
cts,cts_hold_repair.buffers,0,
power,pwr-share-seq,0,
drt,n_antenna_cell,0,
power,p_int,0.0000435,W
setup_path,cp_cell_sequence,"clkdlybuf4s50_1 -> inv_1 -> ha_1 -> or4b_4 -> o2111ai_1 -> o221ai_4 -> a22oi_2 -> and2_1 -> inv_2 -> ha_1 -> xnor2_2 -> a221oi_1 -> a221oi_2 -> ha_1 -> nand3_2 -> nor3b_4 -> mux2_1 -> clkdlybuf4s50_1",
logic_synthesis,netlist_area,1180,sq um
drt,routed_wirelength,3020,um
power,pwr-share-comb,1.000,
drt,num_vias,1239,
drt,drt-wirelength-per-cell,14.1,um
logic_synthesis,yosysCellCount,154,
power,swShare,0.485,
setup_path,path_class,"primary input to output pin",
setup_path,path_common_cell,"ha_1",
setup_path,cp-endpoint,"E[2]",
die,fp.dieH,84,um
final_timing,rsz0062_at_grt,"false",
final_timing,hold_viol,0,
power,p_clk_frac,0,
die,num_io_pins,20,
place,port_buffers,20,
setup_path,cp-startpoint,"D[1]",
logic_synthesis,top_area_frac,0.0529,
cells_and_area,syn2layout_area_growth,17.3,%
power,power_leakage,0.479,nW
cells_and_area,regArea,0,sq um
final_timing,finalMaxSlewViolations,0,
final_timing,max_slew_margin,0.471,
setup_path,crit_buf_inv,4,
final_timing,worst_slack,3.20,ns
drt,ant_nets,0,
worst_hold_path,min_path_type,"primary input to output pin",
place,place_worst_setup_slack,3.22,ns
drt,drtIter0Drc,46,
die,fp.dieW,84,um
logic_synthesis,synth_area_per_cell,7.69,sq um
final_timing,tightest_slew,0.792,ns
global_routing,antenna_found_initial,0,
setup_path,cp_data_required_time,11.12,ns
cells_and_area,drive_gt1_frac,0.176,
logic_synthesis,synthCells,154,
setup_path,cp-end-kind,"output pin",
place,dpl.hpwl,2500,um
final_timing,period_needed,10.70,ns
place,gp_congestion,0.854,
power,ir_drop,0.0170,mV
setup_path,crit_family,"AND-OR/OR-AND gates",
logic_synthesis,yosysTopAreaCell,"ha_1",
flow_run,drv_cap,0,
global_routing,grt_pass1_wl,5460,um
logic_synthesis,top_cell,"nand2_1",
[layer usage]
metal  global-route usage  vias to the layer above  share of wire
li1                     -                      647              -
met1                0.120                      573           0.52
met2                0.146                       19           0.46
met3              0.00492                        0          0.023
met4                    0                        0              0
met5                    0                        -              0
[final cells by class]
cell class | instances | area (sq um) | area share
Timing Repair Buffer | 20 | 200 | 0.144
Multi-Input combinational cell | 134 | 1080 | 0.779
Inverter | 11 | 43.8 | 0.0315
Tap cell | 50 | 62.6 | 0.0450
[kinds of logic after synthesis]
logic type	Yosys count	synth area share
adders and majority gates	5	0.0529
xor gates and xnor gates	4	0.0359
AOI/OAI and AO/OA	55	0.424
buffers and inverters	20	0.0856
muxes	9	0.0994
and+or+nand+nor	61	0.302
[metrics by stage]
stage	area [sq um]	instances
floorplan	1180	154
global placement	1390	215
detailed placement	1390	215
CTS	1390	215
global route	1390	215
finish	1390	215
[cells in the final DEF (no fill, tap or decap), drive strengths merged, types with 3 or more instances in the layout]
| cell | synthesis | layout |
|---|---|---|
| nand3 | 6 | 6 |
| clkdlybuf4s50 | 0 | 20 |
| xnor2 | 3 | 3 |
| inv | 11 | 11 |
| or3 | 6 | 6 |
| o221a | 3 | 3 |
| nor2 | 10 | 10 |
| mux2i | 5 | 5 |
| and3 | 3 | 3 |
| nand2 | 11 | 11 |
| o21ai | 9 | 9 |
| o221ai | 3 | 3 |
| o22ai | 5 | 5 |
| ha | 5 | 5 |
| a21oi | 7 | 7 |
| nor3 | 4 | 4 |
| o211ai | 4 | 4 |
| or2 | 5 | 5 |
[worst min path at each step]
stage / startpoint / end / slack, ns / cells after the start
after CTS: D[11] / S / 6.99 / 2
final: D[11] / S / 6.96 / 2
after global routing: D[11] / S / 7.09 / 2
[power by group through the flow]
stage / Clock, W / Combinational, W / Sequential (W)
final: 0 / 0.0000846 / 0
after global routing: 0 / 0.0000951 / 0
after CTS: 0 / 0.0000857 / 0
Power figures rest on the tool's default switching activity, not on a simulated workload.
